## flow/config.mk

```make
export PLATFORM = sky130hd
export DESIGN_NAME = UART
export DESIGN_NICKNAME = UART
export VERILOG_FILES = /design/flow/design.v
export SDC_FILE = /design/flow/constraint.sdc
export NUM_CORES = 4
export LEC_CHECK = 1
export CORE_AREA = 10 10 110 110
export DIE_AREA = 0 0 120 120
```

## flow/constraint.sdc

```tcl
current_design UART

set clk_period 4.0
set clk_io_pct 0.2

create_clock -name clk0 -period $clk_period [get_ports {clk}]

set non_clock_inputs [all_inputs -no_clocks]
set_input_delay [expr $clk_period * $clk_io_pct] -clock clk0 $non_clock_inputs
set_output_delay [expr $clk_period * $clk_io_pct] -clock clk0 [all_outputs]
```

## flow/design.v

```verilog
module UART #(                  
	parameter D_WIDTH      = 8 ,
	parameter PARITY_O_1   = 0 ,  
	parameter CLK_FREQ_MHZ = 50   
) (
	input  logic               clk       ,
	input  logic               arst_n    ,    
	input  logic               start     ,    
	input  logic [D_WIDTH-1:0] data_in   ,    
	input  logic               Rx        ,
	output logic [D_WIDTH-1:0] data_out  ,
	output logic               error_flag,
	output logic               Tx
);
logic [2:0] next_state     ;
logic [2:0] current_state  ;
logic [9:0] count          ;
logic [4:0] counter        ;
logic       parity_check_R ;
logic       parity_check_T ;
logic       even_odd_R     ;
logic       clk_gen        ;
logic       start_d        ;
logic       Rx_d           ;
logic [D_WIDTH-1:0] data_buff;
localparam
	IDLE     = 3'b000,
	RECIEVE  = 3'b001,
	TRANSMIT = 3'b010,
	PARITY   = 3'b011,
  STOP_T   = 3'b100,  
  STOP_R   = 3'b101;
always_ff @(posedge clk or negedge arst_n) begin
	if(~arst_n) 
		count <= 1;
	else if(clk_gen)
	  count <= 1;
	else 
		count <= count + 1;
end
assign clk_gen = (count == CLK_FREQ_MHZ);
always_ff @(posedge clk or negedge arst_n) begin 
	if(~arst_n)
		counter <= 0;
	else if (current_state == IDLE)
	  counter <= 0;
  else if (clk_gen)
		counter <= counter + 1;
end
always_ff @(posedge clk or negedge arst_n) begin
	if(~arst_n)
		data_buff <= 0;
	else if (clk_gen) begin		
	  if (start)
	  	data_buff <= data_in;
	  else if (current_state == TRANSMIT)
	  	data_buff <= {1'b0, data_buff[D_WIDTH-1:1]};
	  else if (current_state == RECIEVE)
	  	data_buff <= {Rx,data_buff[D_WIDTH-1:1]};
	  else if (current_state == PARITY)
	  	data_buff <= {Rx,data_buff[D_WIDTH-1:1]};
	  else
	  	data_buff <= data_buff;
	end
end
always_comb begin 
	case (current_state)
		IDLE     : if(start)                next_state <= TRANSMIT;
		           else if (~Rx)            next_state <= RECIEVE ;
		           else                     next_state <= IDLE    ;
		RECIEVE  : if(counter == D_WIDTH-1) next_state <= PARITY  ;
		           else                     next_state <= RECIEVE ;
		TRANSMIT : if(counter == D_WIDTH)   next_state <= STOP_T  ;
		           else                     next_state <= TRANSMIT;
		PARITY   :                          next_state <= STOP_R  ;
		STOP_R   :                          next_state <= IDLE    ;
		STOP_T   :                          next_state <= IDLE    ;
		default  :                          next_state <= IDLE    ;
	endcase
end
always_ff @(posedge clk or negedge arst_n) begin 
	if(~arst_n) 
		current_state <= 0;
	else if (clk_gen)
		current_state <= next_state;
end
always@(*) begin
	if (clk_gen) begin
		case (current_state)
			IDLE    : begin 
				          if(start)
				            Tx       <= 0;
				          else
				          	Tx       <= 1;
				          data_out   <= data_out;
				          error_flag <= 0;
				        end
			RECIEVE : begin
				          Tx         <= 1;
				          error_flag <= 0;
				          data_out   <= data_out;
				        end
			TRANSMIT: begin
				          if(counter == D_WIDTH)
				          	Tx <= parity_check_T;
				          else
				            Tx <= data_buff[0];
				          data_out   <= data_out;
				          error_flag <= 0;
				        end
			PARITY  : begin
				          Tx         <= 1;
				          if(Rx != parity_check_R) begin
				          	error_flag <= 1  ;
				            data_out   <= data_out;
				          end
				          else begin	
				            data_out   <= data_buff;
				            error_flag <= 0;
				          end 
				        end
			STOP_T  : Tx  <= 1;
			STOP_R  : if(Rx == 0) error_flag <= 1;
			          else        error_flag <= 0;
			default : begin
			  	        Tx         <= 1;
			  	        data_out   <= 0;
			  	        error_flag <= 0;
			  	      end
		endcase
	end
	else if(~arst_n) begin
		error_flag <= 0;
		data_out   <= 0;
		Tx         <= 1;
	end
	else begin
		error_flag <= error_flag;
		data_out   <= data_out  ;
		Tx         <= Tx        ;
	end
end
assign even_odd_R = ^data_buff;
assign even_odd_T = ^data_in  ;
assign parity_check_R = (PARITY_O_1)? ~even_odd_R : even_odd_R;  
assign parity_check_T = (PARITY_O_1)? ~even_odd_T : even_odd_T;  
endmodule 
```

## flow/run.sh

```bash
#!/bin/bash
# OpenROAD 26Q1-2900-gdf79404cd8, Yosys 0.63+post, stock flow scripts
make -C /OpenROAD-flow-scripts/flow DESIGN_CONFIG=/design/flow/config.mk WORK_HOME=/design/flow/orfs finish
```

==> flow_summary.ini <==
; synthesis and place-and-route metrics
[outcome]
status = finished, final reports clean

[layout]
syn_to_final_growth_pct = 26.72
final_common_cell = nand2_1
drive_gt1_share_pct = 7.767
instances_no_fill = 339
fill_cells = 1051
layout_top_cells = 32 x nand2_1, 27 x dfrtp_1, 21 x clkdlybuf4s50_1, 18 x xnor2_1, 13 x nor2_1

[clocking]
cts.reportedPaths.clkPinSlew_ps = 60
cts_max_level = 2
cts_resized = 0
cts_setup_buffers = 0
cts_buffer_depth = 2
tritoncts = built
cts-root-buf = clkbuf_8
cts_buffers = 5
holdBufCountCts = 0
clk_latency_ps = 280

[synth]
synth_warnings = 2
synth_cell_types = 35
ys_cells = 181
syn_avg_cell_area_um2 = 9.830
yosys_area_mm2 = 0.001779
netlist_area_mm2 = 0.001779
syn_inst = 181
simple_gate_area_share_pct = 19.69
top_logic_kind = simple AND/OR/NAND/NOR gates
adder_share_pct = 2.813
yosys.area.top_type = dfrtp_1
top_area_share_pct = 37.97
xor_area_share_pct = 13.57
topCellsByArea = dfrtp_1 38%, xnor2_1 8.9%, dlxtn_1 8.4%
synth.cellmix.compoundShare_pct = 6.540
mux_share_pct = 4.501
yosys_register_bits = 39

[global_routing]
grt_use_met1_pct = 7.394
grtUsageMet3_pct = 1.809
use_met2_pct = 7.153
antenna_found_initial = 0
grt_overflow = 0
busiest_layer = met1
track_usage_pct = 5.005
grt_pass1_vias = 1259
grt_max_degree = 32
grt_pass1_wl_um = 6182

[critical_path]
crit_path_end_kind = register
reg2regPathDepth = 7
critPathLaunch = start
worstSetupStartpointType = input pin
r2r_slack_ps = 2080
arrival_ps = 2300
rr_startpoint = count[3]
crit_end = data_buff[7]
cp_max_fo = 16
required_ps = 4160
path_class = input pin to register
worstReg2RegEnd = data_buff[6]

[detailed_routing]
drt_wl_total_um = 3390
vias_per_cell = 3.717
diodes = 0
wire_per_inst_um = 10.00
drt-initial-drc-count = 68
dr.pass1.iters = 4
drcViolationCount = 0
drt.antenna.violating_nets = 0
via_count = 1260

[placed_design]
dp_slack_ps = 1568
place.gp.congestion = 0.7859
port_buffers = 21
dp_hpwl_um = 2580
placed_cells = 331

[floorplanning]
die_y_um = 120
num_rows = 36
fp-utilization_pct = 18.20
num_io_pins = 22
core_area_mm2 = 0.009774
die_x_um = 120
dieArea_mm2 = 0.01440

[timing]
setup_viol = 0
period_needed_ps = 2137
fin_ws_ps = 1863
untimed_endpoints = 20
finalClockSkew_ps = 8.298
worst_pin_slew_ps = 596.6
drv_slew = 0
rsz0062_at_grt = no
min_period_over_period_pct = 53.41
setup-tns-final_ps = 0
unclocked_regs = 10
finalHoldViolations = 0
slew-limit-headroom_pct = 60.10
max_freq_mhz = 468.0

[power]
p_leak_nw = 0.9229
power_density_mw_per_mm2 = 287.7
peakVddDrop_uv = 131.5

[run]
cap_violations = 0
log.warning_count = 27

[worst_hold_path]
holdCritPathClass = register to register
hold_start = count[0]
## Yosys cell counts
library cell and n:
a21oi_1 2, a22oi_1 1, a31oi_1 1, a32o_1 1
and2_1 1, and3_1 8, and4_1 1, and4bb_2 1
buf_2 2, buf_4 1, buf_6 1, clkbuf_1 3
dfrtp_1 27, dfstp_2 2, dlxtn_1 10, ha_1 4
inv_1 6, mux2i_1 8, nand2_1 32, nand2b_1 3
nand3_1 6, nand4_1 3, nor2_1 13, nor2b_1 1
nor3_1 1, nor4_1 1, nor4_2 1, o2111ai_1 1
o21ai_0 10, o31ai_1 1, o41ai_2 1, or2_2 1
xnor2_1 18, xnor3_1 1, xor2_1 7
## worst min path at each step
stage / to / slack (ps) / cells after the start
CTS: count[0] / 470 / 1
global route: count[0] / 480 / 1
finish: count[0] / 470 / 1
## kinds of logic (layout without fill, tap and decap cells)
family                     count (synthesis)  after routing
and+or+nand+nor                           73             73
latches                                   10             10
muxes                                      8              8
buffers and inverters                     13             38
adders and majority gates                  4              4
DFF                                       29             29
AOI/OAI and AO/OA                         18             18
xor gates and xnor gates                  26             26
## per-layer routing
metal	vias up	wire, um
li1	650	-
met1	590	1653
met2	18	1514
met3	2	209
met4	0	12
met5	-	0
## stage by stage
step / power, mW / cell area, um^2 / util, % / hold slack, ps
after floorplan: 0.3239 / 1779 / - / 438.0
after global placement: 0.3483 / 2138 / 21.88 / 448.4
after detailed placement: 0.3481 / 2138 / 21.88 / 460.2
after CTS: 0.6573 / 2255 / 23.07 / 469.4
after global routing: 0.6826 / 2255 / 23.07 / 480.5
final: 0.6488 / 2255 / 23.07 / 470.3
## sequential cells by signal, summed over array words and instances, names as in the netlist, named ones only
signal	cells
error_flag	1
data_out	8
current_state	5
count	10
data_buff	8
counter	5
Tx	1
## layout make-up
type	instances	area [um^2]	area share (%)
multi-input combinational	129	838.3	37.18
tap	133	166.4	7.381
clock inverter	1	30.03	1.332
inverter	6	22.52	0.9989
sequential	39	878.3	38.96
clock buffer	7	86.33	3.829
timing repair buffer	24	232.7	10.32
## critical path: stages
cell and delay, ps:
clkdlybuf4s50_1 720, o41ai_2 440, buf_4 240, o21ai_0 100
## power by group
part | internal [mW] | switching, mW
combinational | 0.0234 | 0.0215
sequential | 0.297 | 0
clock | 0.203 | 0.104
No activity file was given, so power comes from the tool's default toggle rates.
